==> flow/design.v <==
module top #(parameter OUT_data=8,
                        prescale_w=6,
                        edge_w=8)(
input wire CLK,RST,
input wire RX_IN,
input wire [prescale_w-1:0] Prescale,
input wire PAR_EN,
input wire PAR_TYP,
output wire data_valid,Parity_Error,Stop_Error,
output wire [OUT_data-1:0] P_DATA );
wire bit_cnt_done;
wire edge_cnt_done;
wire smapling_timing;
wire dat_samp_en;
wire sampled_bit;
wire par_chk_en;
wire strt_chk_en, strt_glitch;
wire stp_chk_en;
wire deser_en;
wire counter_en;
FSM u_fsm(
.CLK(CLK),
.RST(RST),
.RX_IN(RX_IN),
.counter_en(counter_en),
.edge_cnt_done(edge_cnt_done),
.bit_cnt_done(bit_cnt_done),
.Stop_Error(Stop_Error),
.strt_glitch(strt_glitch),
.Parity_Error(Parity_Error),
.PAR_EN(PAR_EN),
.dat_samp_en(dat_samp_en),
.deser_en(deser_en),
.par_chk_en(par_chk_en),
.strt_chk_en(strt_chk_en),
.stp_chk_en(stp_chk_en),
.data_valid(data_valid)
);
edge_bit_counter u_edge_bit(
.CLK(CLK),
.RST(RST),
.counter_en(counter_en),
.deser_en(deser_en),
.edge_cnt_done(edge_cnt_done),
.bit_cnt_done(bit_cnt_done),
.Prescale(Prescale),
.sampling_timing(sampling_timing)
);
data_sampling u_sampling(
.CLK(CLK),
.RST(RST),
.RX_IN(RX_IN),
.Prescale(Prescale),
.dat_samp_en(dat_samp_en),
.sampling_timing(sampling_timing),
.sampled_bit(sampled_bit)
);
parity_check u_parity_check (
.CLK(CLK),
.RST(RST),
.sampled_bit(sampled_bit),
.par_chk_en(par_chk_en),
.PAR_TYP(PAR_TYP),
.Parity_Error(Parity_Error),
.P_DATA(P_DATA)
);
start_check u_start_check (
.sampled_bit(sampled_bit),
.strt_chk_en(strt_chk_en),
.strt_glitch(strt_glitch)
);
stop_check u_stop_check (
.CLK(CLK),
.RST(RST),
.sampled_bit(sampled_bit),
.stp_chk_en(stp_chk_en),
.Stop_Error(Stop_Error)
);
deserializer u_deserializer (
.CLK(CLK),
.RST(RST),
.sampled_bit(sampled_bit),
.deser_en(deser_en),
.P_DATA(P_DATA)
);
endmodule
module deserializer #(parameter OUT_data=8)(
input CLK,RST,
input sampled_bit,
input deser_en,
output reg [OUT_data-1:0] P_DATA
);
always@(posedge CLK or negedge RST)
begin
  if(!RST)
    begin
    P_DATA<=0;
    end
  else if(deser_en)
    begin
      P_DATA<={sampled_bit,P_DATA[OUT_data-1:1]};
    end
end
endmodule
module edge_bit_counter #(parameter prescale_w=6,
                        edge_w=6)(
input wire CLK,RST,
input wire counter_en,deser_en,
input wire [prescale_w-1:0] Prescale,
output bit_cnt_done,
output edge_cnt_done,
output sampling_timing
);
reg [edge_w-1:0] edge_cnt;
reg [2:0] bit_cnt;
assign bit_cnt_done=&bit_cnt;
assign edge_cnt_done=(edge_cnt == (Prescale-1));
assign sampling_timing=( (edge_cnt == (Prescale>>1)) || (edge_cnt == ((Prescale>>1)+1)) || edge_cnt == (((Prescale>>1)-1)));  
always @(posedge CLK , negedge RST) begin
    if(!RST)
    edge_cnt<=0;
    else if((counter_en) && (!edge_cnt_done))
    edge_cnt<=edge_cnt+1;
    else 
    edge_cnt<=0;
end
always @(posedge CLK , negedge RST) begin
    if(!RST)
    bit_cnt<=0;
    else if(counter_en && edge_cnt_done && deser_en && !bit_cnt_done)
    bit_cnt<=bit_cnt+1;
    else if(bit_cnt_done && edge_cnt_done)
    bit_cnt<=0;
end
endmodule
module FSM (
input wire CLK,RST,
input wire RX_IN,
input wire edge_cnt_done,
input wire bit_cnt_done,
input wire Parity_Error,
input wire strt_glitch,
input wire Stop_Error,
input wire PAR_EN,
output reg counter_en,
output reg dat_samp_en,
output reg deser_en,
output reg par_chk_en,
output reg strt_chk_en,
output reg stp_chk_en,
output reg  data_valid );
localparam  IDLE=0,
            START=1,
            DATA=2,
            PARITY=3,
            STOP=4,
            ERR_CH=5;
reg [2:0] current_state,next_state;
always@(posedge CLK or negedge RST)
begin
 if(!RST)
   current_state<=IDLE;
 else
   current_state<=next_state;
 end
 always@(*)
 begin
   next_state=IDLE;
   case(current_state)
     IDLE: begin
             if(RX_IN)
               next_state=IDLE;
             else
               next_state=START;
           end
     START: begin
              if(strt_glitch)
                 next_state=IDLE;
               else if(edge_cnt_done)
                 next_state=DATA;
               else
                 next_state=START;
            end
     DATA: begin
            if(!bit_cnt_done || !edge_cnt_done)
              next_state=DATA;
            else
              begin
                if(PAR_EN)
                 next_state=PARITY;
                else
                 next_state=STOP; 
              end
            end
    PARITY : begin
           if(edge_cnt_done)
               next_state=STOP;
           else
             next_state=PARITY;
           end
    STOP:begin
            if(edge_cnt_done)
               next_state=ERR_CH;
           else
             next_state=STOP;
          end
    ERR_CH:begin
             if(RX_IN)
              next_state=IDLE;
             else
              next_state=START;
           end 
      default: next_state=IDLE;
  endcase
end
always@(*)
 begin
   counter_en=1;
   dat_samp_en=1;
   deser_en=0;
   par_chk_en=0;
   strt_chk_en=0;
   stp_chk_en=0;
  case(current_state)
     IDLE: begin
             counter_en=0;
             dat_samp_en=0;
           end
     START: begin
              if(edge_cnt_done)
                strt_chk_en=1;
              else
                strt_chk_en=0;
            end
     DATA: begin
             if(edge_cnt_done)
               deser_en=1;
             else
               deser_en=0;
              end
    PARITY:begin
           if(edge_cnt_done)
                par_chk_en=1;
              else
                par_chk_en=0;
            end
    STOP:begin
            if(edge_cnt_done)
                stp_chk_en=1;
              else
                stp_chk_en=0;
            end
    ERR_CH: begin
              counter_en=0;
             if(Stop_Error || Parity_Error)
            data_valid=0;
            else
            data_valid=1;
           end 
      default: begin
                 counter_en=1;
                 dat_samp_en=1;
                 deser_en=0;
                 par_chk_en=0;
                 strt_chk_en=0;
                 stp_chk_en=0;
               end
  endcase
 end    
 endmodule
module parity_check #(parameter OUT_data=8
                  )(
input CLK,RST,
input PAR_TYP,par_chk_en,
input sampled_bit,
input [OUT_data-1:0] P_DATA,
output reg Parity_Error);
assign  parity_bit=(PAR_TYP)? ~^(P_DATA): ^(P_DATA);
always @(posedge CLK or negedge RST)
begin
  if(!RST)
    Parity_Error<=0;
  else 
    begin
      case({sampled_bit,parity_bit,par_chk_en})
        3'b001:Parity_Error<=0;
        3'b011:Parity_Error<=1;
        3'b111:Parity_Error<=0;
        3'b101:Parity_Error<=1;
        3'bxx0:Parity_Error<=Parity_Error; 
        endcase
      end
end
endmodule
module data_sampling #(parameter prescale_w=6)(
input CLK,RST,
input RX_IN,
input dat_samp_en,sampling_timing,
input [prescale_w-1:0] Prescale,
output reg sampled_bit 
);
reg [2:0] sampled_data;
always@(posedge CLK or negedge RST)
begin
  if(!RST)
    begin
    sampled_bit<=0;
    sampled_data<=0;
  end
  else if(sampling_timing  && dat_samp_en)
        sampled_data<={RX_IN,sampled_data[2:1]};
  else
        sampled_bit<=((sampled_data[2] & (sampled_data[1] | sampled_data[0])) | (sampled_data[1] & sampled_data[0]));
end
endmodule
module start_check (
input sampled_bit,strt_chk_en,
output reg strt_glitch);
always@(*)
begin
  casex ({sampled_bit,strt_chk_en})
        2'b01: strt_glitch=0;
        2'b11: strt_glitch=1;
        2'bx0: strt_glitch=1'bx;
    endcase
end
endmodule
module stop_check (
input CLK,RST,
input sampled_bit,stp_chk_en,
output reg Stop_Error);
always@(posedge CLK or negedge RST)
begin
  if(!RST)
    Stop_Error<=0;
  else begin
  casex ({sampled_bit,stp_chk_en})
        2'b01: Stop_Error<=1;
        2'b11: Stop_Error<=0;
        2'bx0: Stop_Error<=Stop_Error;
    endcase
    end
end
endmodule
==> flow/run.sh <==
#!/bin/bash
# OpenROAD 26Q1-2900-gdf79404cd8, Yosys 0.63+post, stock flow scripts
make -C /OpenROAD-flow-scripts/flow DESIGN_CONFIG=/design/flow/config.mk WORK_HOME=/design/flow/orfs finish
==> flow/config.mk <==
export PLATFORM = sky130hd
export DESIGN_NAME = top
export DESIGN_NICKNAME = top
export VERILOG_FILES = /design/flow/design.v
export SDC_FILE = /design/flow/constraint.sdc
export NUM_CORES = 4
export LEC_CHECK = 1
export CORE_UTILIZATION = 30
==> flow/constraint.sdc <==
current_design top

set clk_period 3.9
set clk_io_pct 0.2

create_clock -name clk0 -period $clk_period [get_ports {CLK}]

set non_clock_inputs [all_inputs -no_clocks]
set_input_delay [expr $clk_period * $clk_io_pct] -clock clk0 $non_clock_inputs
set_output_delay [expr $clk_period * $clk_io_pct] -clock clk0 [all_outputs]
==> run notes <==
run metrics: Die Wd=80.8 um, number of enable flip-flop cells=0, Max VDD drop=247 uV, CTS tree=done, Post-DP Area=2130 um^2, Worst-Skew Late Latency=0.28 ns, via count=1328, Yosys Instances=179, Slowest-stage cell, CP=clkdlybuf4s50_1, Rel. slew slack=68.0%, Cell Type Count=46, Max Slew Vio Count=0, Max-Cap Viols=0, total track usage=11.0%, count of unclocked register or latch pins=1, combinational share of power=41.2%, Die Y=80.8 um, Req. time, crit path=4.06 ns, Final Critical Period=3.14 ns, fp util=31.2%, fmax=318 MHz, diode count=0, num rows=28, vias per cell=4.76, critical path data arrival time=3.30 ns, Clock Tree Buf Depth=2, CTS HTree Levels=2, synthesized area=1860 um^2, Registers, synthesis=30, setup bufs post-CTS=0, post-route cell area=2220 um^2, Worst-Margin Slew=0.480 ns, Filler cells=589, Leak Pwr=0.924 nW, die area=6520 um^2, r2r setup slk=1.53 ns, CP endpoint kind=flip-flop, antenna violations before repair=0, First-pass DRT Iterations=4, endpoints left unconstrained=2, PortBufs=21, grt total ovfl=0, Pint=0.000810 W, DR iter-0 viols=44, Ys Warns=9, Cell Pwr Density=593 nW/um^2, layout cells sized above 1=9.31%, most used flip-flop cell=dfrtp_1, final core utilization=37.2%, Final Non-Filler Cells=279, Startpoint Class=input pin, most common cell after layout, fill and taps aside=dfrtp_1, crit-path max FO=8, reg2reg end=u_sampling.sampled_bit, Setup CP Type=in -> reg, RSZ-0062 raised after global routing=no, Post-CTS Hold Buffers=0, Ports=22, GRT met2 Usage=18.3%, Clock Root Buffer=clkbuf_8, Top cells excl fill/tap=28 x dfrtp_1, 21 x clkdlybuf4s50_1, 19 x xnor2_1, 15 x nor2_1, 12 x mux2_1, Hold Path Cell Cnt=1, hold path start=u_fsm.current_state[5], switch share=38.3%, Final Routed Wirelength=3.39 mm, CTS buffer count=5, DRC=0, Flop pwr share=41.1%, chip area line of the yosys report=1860 um^2, area grow syn2layout=19.2%, largest net degree at the start of global routing=30, GR Util met1=16.1%, clock slew seen by the registers of the worst setup and hold paths=0.06 ns, Avg Cell Area, Syn=10.4 um^2, Worst Hold Path EP=u_parity_check.Parity_Error, cell count after synthesis=179, crit-path cells=clkdlybuf4s50_1, inv_1, ha_1, a21boi_1, o211ai_1, a211o_1, nor3_4, and2_1, mux2_1, first-pass GRT wire length=5.61 mm, hpwl dp=2.45 mm, Synth area leader=dfrtp_1, gp weighted congestion=0.874, type of the most critical hold path=reg -> reg, Top-area cell share=37.7%, status=finished, final reports clean, top cells, area=dfrtp_1 38%, xnor2_1 8.9%, mux2_1 7.3%, ha_1 4.7%, xor2_1 4.2%, RR Startpoint=u_edge_bit.edge_cnt[2], Placed Instances=271, Log Warnings=27, skew final=0.00580 ns, post-CTS sizing=0, reg2reg path depth=6, Sw Pwr=0.000504 W, met3 Track Usage GR=1.82%, vias in the first global route=1267, Fin Setup TNS=0 ns, Placeable Area=5960 um^2, Final Hold Fails=0, Final Cycle Share=80.6%, Wirelength per Cell=12.2 um, Final Setup Violations=0, Clock Power Share=17.7%, Most Used Layer, Global Route=met2, slowest stage delay, CP=0.51 ns, Final ANT Viol Nets=0, asr flop ratio synth=96.7%
==> metal layers <==
layer	up-vias	wire, um
li1	671	-
met4	0	32
met1	628	1700
met2	25	1510
met3	4	143
met5	-	0
==> how the worst max path moves through the flow <==
stage	from	endpoint	slack, ns
6_report	Prescale[1]	u_deserializer.P_DATA[2]	0.76
5_1_grt	Prescale[1]	u_deserializer.P_DATA[2]	0.51
4_1_cts	Prescale[1]	u_deserializer.P_DATA[2]	0.74
==> cell usage after synthesis (all sizes together) (2+ instances only) <==
cell type and instances:
nand3b 3, nor2 15, a2111oi 2, nand3 5
dfrtp 28, o21ai 4, or4b 2, o211ai 2
a31oi 5, inv 10, mux2i 2, o22ai 3
buf 7, nand2 10, a21oi 2, mux2 13
ha 7, and2 4, nor4 2, nor3 6
xnor2 19, xor2 10, nand2b 2
==> metrics by stage <==
step	worst slack, ns	total power (W)	hold WS (ns)
finish	0.757	0.00131	0.486
global route	0.512	0.00142	0.508
CTS	0.740	0.00133	0.493
detailed placement	0.470	0.00109	0.483
global placement	0.475	0.00108	0.460
floorplan	1.05	0.000963	0.450
==> state kept, by name (all words and copies together), names as in the netlist <==
name,count
u_sampling.sampled_bit,1
u_fsm.current_state,6
u_stop_check.Stop_Error,1
u_sampling.sampled_data,3
u_fsm.data_valid,1
u_edge_bit.edge_cnt,6
u_deserializer.P_DATA,8
u_parity_check.Parity_Error,1
u_edge_bit.bit_cnt,3
==> power groups by stage <==
stage	clock network [W]	registers (W)	logic, W
CTS	0.000241	0.000544	0.000545
global route	0.000252	0.000561	0.000610
finish	0.000232	0.000540	0.000541
==> cell type report <==
type | instances | area [um^2] | share of cell area, %
timing repair buffer | 24 | 233 | 10.5
sequential | 30 | 742 | 33.5
tap | 75 | 93.8 | 4.23
clock buffer | 6 | 72.6 | 3.27
clock inverter | 2 | 10.0 | 0.451
inverter | 10 | 37.5 | 1.69
multi-input combinational | 132 | 1030 | 46.4
==> worst max-delay path, delay by kind of cell <==
| family | cells | cell delay (ns) |
|---|---|---|
| and+or+nand+nor | 2 | 0.59 |
| muxes | 1 | 0.36 |
| adders and majority gates | 1 | 0.22 |
| AOI/OAI and AO/OA | 3 | 0.70 |
| buffers and inverters | 2 | 0.66 |
==> cell families (layout without fill, tap and decap cells) <==
kind of cell / count (synthesis) / count (layout) / share of synthesized area (%)
XOR/XNOR: 29 / 29 / 14.1
flip-flops: 29 / 29 / 39.1
buffers and inverters: 17 / 42 / 4.84
adder cells (fa/ha/maj): 8 / 8 / 5.25
latches: 1 / 1 / 0.807
AND-OR/OR-AND: 24 / 24 / 10.3
multiplexers: 15 / 15 / 8.94
AND/OR/NAND/NOR: 56 / 56 / 16.7
Power and IR drop assume default switching activity.
